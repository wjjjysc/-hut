[flow/design.v]
module taxi_meter(
    input clk,           
    input rst,           
    output reg [19:0] mtr,   
    output reg co        
);
reg [19:0] pulse_count;  
reg [10:0] km;  
always @(posedge clk or posedge rst) begin
    if (rst) begin
        pulse_count <= 0;
        mtr <= 0;
        co <= 0;
		  km<=0;
    end else begin
        if (pulse_count == 999) begin
            km <= km + 1;  
            co <= 1;  
            pulse_count <= 0;  
        end else begin
            pulse_count <= pulse_count + 1;  
				mtr <= km*1000 + pulse_count;
            co <= 0;  
        end
    end
end
endmodule
[flow/run.sh]
#!/bin/bash
# OpenROAD 26Q1-2900-gdf79404cd8, Yosys 0.63+post, stock flow scripts
make -C /OpenROAD-flow-scripts/flow DESIGN_CONFIG=/design/flow/config.mk WORK_HOME=/design/flow/orfs finish
[flow/config.mk]
export PLATFORM = sky130hd
export DESIGN_NAME = taxi_meter
export DESIGN_NICKNAME = taxi_meter
export VERILOG_FILES = /design/flow/design.v
export SDC_FILE = /design/flow/constraint.sdc
export NUM_CORES = 4
export LEC_CHECK = 1
export CORE_UTILIZATION = 50
[flow/constraint.sdc]
current_design taxi_meter

set clk_period 9.2
set clk_io_pct 0.2

create_clock -name clk0 -period $clk_period [get_ports {clk}]

set non_clock_inputs [all_inputs -no_clocks]
set_input_delay [expr $clk_period * $clk_io_pct] -clock clk0 $non_clock_inputs
set_output_delay [expr $clk_period * $clk_io_pct] -clock clk0 [all_outputs]
==> reports/metrics.csv <==
stage,metric,value,unit
route,Total Wirelength,9983,um
global_route,pin count of the biggest net entering global routing,53,
route,post-detailed-route wirelength per cell,15.08,um
power_and_ir_drop,total leakage power,2.672,nW
global_route,global-route usage over all layers,22.67,%
route,count of unresolved DRC violations after routing,0,
sta,post-layout minimum cycle time,5.799,ns
sta,"crit path setup slack, layout",3.401,ns
job,Maximum Capacitance Violations,0,
floorplan,chip area,10210,um^2
placement,pre-CTS setup slack,3.409,ns
clocking,Longest Clk Path Bufs,2,
finish,Post-Layout Cell Count,662,
clocking,"Clk pin slew, worst setup/hold paths",0.11,ns
yosys,Area leader share,26.52,%
sta,Final Slew Violations,0,
worst_hold_path,worst min-delay path class,flop to flop,
floorplan,row count,35,
yosys,synthesis-stage register bit count,52,
clocking,CTS Hold Buffers Added,0,
worst_setup_path,start of the worst register-to-register path,km[5],
route,ANT nets after route,0,
finish,fraction of layout instances using a drive strength above 1,5.629,%
sta,worst hold margin,0.4863,ns
route,total iterations of the first detailed-routing run,4,
worst_setup_path,type of element capturing the critical path,flop,
sta,"Period Utilization, post-route",63.03,%
finish,combinational gate area,3282,um^2
power_and_ir_drop,maximum ir drop on the vdd rail,0.06057,mV
clocking,number of resized instances in the post-cts repair step,0,
yosys,count of library flops with an enable pin,0,
yosys,count of instantiated cells in the yosys netlist,509,
finish,sequential cell area,1301,um^2
placement,dpl hpwl,7896,um
sta,slew at the pin closest to its max-slew limit,0.6768,ns
clocking,Setup Buffers After CTS,0,
sta,endpoints failing setup,0,
floorplan,starting utilization of the core area,52.35,%
worst_setup_path,worst setup path class,flop to flop,
sta,final hold viol count,0,
route,mean number of vias per cell,5.379,
floorplan,Die H,101.1,um
finish,growth of design area from synthesis to finish,8.748,%
worst_setup_path,maximum net fanout on the critical path,6,
clocking,clock latency of the later-clocked register in the worst-skew pair,0.31,ns
yosys,cell types with the highest counts after synthesis,"inv_1, ha_1, dfrtp_1",
worst_hold_path,number of cells on the worst hold path,2,
yosys,sequential element share of the synthesized area,26.52,%
floorplan,ports placed on the boundary,23,
finish,final standard cell area without fillers,5335,um^2
global_route,number of antenna violations at the first check in global routing,0,
yosys,cell with the most instances after synthesis,inv_1,
route,total via count in the routed design,3561,
worst_setup_path,sort of element at the start of the critical path,flop,
outcome,result of the run,"complete, no violations",
clocking,clock sink count,52,
placement,Placed Cells,654,
floorplan,die boundary width,101.1,um
placement,IO buf count,22,
power_and_ir_drop,total power draw,0.3769,mW
worst_setup_path,Reg2Reg Setup Slack,3.40,ns
finish,utilization after layout,56.93,%
floorplan,placeable core area,9371,um^2
finish,filler instances,856,
clocking,H-tree depth,2,
yosys,Post-Synthesis Mean Instance Area,9.638,um^2
sta,setup repair after global routing missed its margin,no,
clocking,clock tree from TritonCTS,done,
sta,Post-Route Setup TNS,0,ns
sta,Max Fclk,0.1724,GHz
yosys,chip area estimate from yosys synthesis,4906,um^2
job,count of tool warnings,30,
yosys,number of distinct standard cells referenced by the synthesized netlist,64,
power_and_ir_drop,Pwr Density,70.64,nW/um^2
route,violation count after the first detailed-routing iteration,118,
global_route,via count of the first global-routing pass,3445,
yosys,"area leader, netlist",dfrtp_1,
clocking,clock root buffer,clkbuf_8,
sta,Slew headroom,54.88,%
yosys,count of yosys warnings during synthesis,1,
worst_setup_path,worst r2r dst,mtr[18],
yosys,Syn Std Cell Area,4906,um^2
global_route,first-pass GRT wire length,17330,um
worst_setup_path,Crit path arrival time,6.00,ns
global_route,gr ovfl total,0,
worst_hold_path,launch point of the worst hold path,mtr[3],
yosys,Dominant Register Cell,dfrtp_1,
yosys,asr flop ratio synth,100.0,%
yosys,Cell area leaders,"dfrtp_1, ha_1, fa_1",
clocking,number of buffers added by the clock tree synthesis step,5,
yosys,number of cells produced by synthesis,509,
worst_setup_path,required time of the critical path,9.40,ns
worst_hold_path,worst-case hold path end point,mtr[3],
placement,Placement Cell Area,5239,um^2
sta,Worst Clk Skew,0.01094,ns
route,# diodes,0,
placement,final estimated routing congestion in global placement,0.9004,
worst_setup_path,cell count of the worst reg-to-reg path,20,
routing by layer:
| layer | share of wire, % | up-vias | global-route usage [%] |
|---|---|---|---|
| met2 | 44 | 94 | 34.12 |
| met4 | 0.83 | 0 | 1.895 |
| met1 | 49 | 1687 | 36.25 |
| li1 | - | 1774 | - |
| met3 | 6.4 | 6 | 5.219 |
| met5 | 0 | - | 0 |
cell usage in the layout (no fill, tap or decap), types with 3 or more instances in the layout:
cell             Yosys  routed
clkbuf_8             0       5
fa_1                35      35
nand3_1             17      17
nor2_1              26      26
xnor2_1             34      34
and3_1               6       6
a21oi_1             24      24
nand4_1              4       4
dfrtp_1             52      52
clkdlybuf4s50_1      0      22
xor2_1              16      16
o211ai_1             3       3
a21boi_0             3       3
o21a_1               4       4
or3_1                3       3
a21o_1               9       9
nor4_1               4       4
inv_1               69      68
nand3b_1             3       3
or2_2                3       3
nor4b_1              3       3
o21ai_0             20      20
and4_1               4       4
nor3_1               7       7
nand2_1             45      45
ha_1                57      57
a211oi_1             3       3
nand2b_1             4       4
area by class of cell:
class                      instances  area share [%]
sequential                        52           24.39
clock buffer                       5           1.290
multi-input combinational        380           61.52
clock inverter                     3          0.5159
inverter                          69           4.855
tap                              129           3.025
timing repair buffer              24           4.409
flip-flops by register name, indices dropped and copies added, names as in the netlist:
signal and count:
mtr 20, pulse_count 20, km 11, co 1
how the worst max path moves through the flow:
| stage | start | to | cells after the start |
|---|---|---|---|
| finish | km[5] | mtr[18] | 20 |
| global route | km[0] | mtr[19] | 19 |
| CTS | km[5] | mtr[18] | 20 |
kinds of logic (layout without fill, tap and decap cells):
group	count (synthesis)	in the layout	share of synthesized area (%)
flip-flops	52	52	26.52
adder cells (fa/ha/maj)	92	92	28.82
AND/OR/NAND/NOR	148	148	16.60
AND-OR/OR-AND	90	90	12.55
buffers and inverters	77	101	6.580
XOR/XNOR	50	50	8.926
report_power, final:
group	switching (mW)	total, mW	internal (mW)	leakage, nW
sequential	0	0.228	0.228	0.694
combinational	0.00453	0.00523	0.000690	1.93
clock	0.0871	0.143	0.0561	0.0463
total	0.0916	0.377	0.285	2.67
critical path, cell delays in order, from the launching register on:
cell      delay (ns)
dfrtp_1         0.49
inv_1           0.19
fa_1            0.54
fa_1            0.52
inv_1           0.05
fa_1            0.49
inv_1           0.05
fa_1            0.50
inv_1           0.04
ha_1            0.33
nand2_1         0.13
nor3_1          0.07
or3_4           0.41
xnor2_1         0.23
ha_1            0.35
a21o_1          0.19
a21o_1          0.18
a21oi_2         0.17
or4b_2          0.60
o221ai_1        0.11
nor3_2          0.05
Power and IR drop assume default switching activity.
