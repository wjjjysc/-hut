==> flow/design.v <==
module pay_display(
    input clk,           
    input rst,           
    input [9:0] in,      
    output reg [3:0] seg0,  
    output reg [3:0] seg1,  
    output reg [3:0] seg2   
);
always @(posedge clk or posedge rst) begin
    if (rst) begin
        seg0 <= 4'b0000;  
        seg1 <= 4'b0000;  
        seg2 <= 4'b0000;  
    end else begin
        seg0 <= in % 10;  
        seg1 <= (in / 10) % 10;  
        seg2 <= in / 100;  
    end
end
endmodule
==> flow/run.sh <==
#!/bin/bash
# OpenROAD 26Q1-2900-gdf79404cd8, Yosys 0.63+post, stock flow scripts
make -C /OpenROAD-flow-scripts/flow DESIGN_CONFIG=/design/flow/config.mk WORK_HOME=/design/flow/orfs finish
==> flow/config.mk <==
export PLATFORM = sky130hd
export DESIGN_NAME = pay_display
export DESIGN_NICKNAME = pay_display
export VERILOG_FILES = /design/flow/design.v
export SDC_FILE = /design/flow/constraint.sdc
export NUM_CORES = 4
export LEC_CHECK = 1
export CORE_AREA = 10 10 108 108
export DIE_AREA = 0 0 118 118
==> flow/constraint.sdc <==
current_design pay_display

set clk_period 1.0
set clk_io_pct 0.2

create_clock -name clk0 -period $clk_period [get_ports {clk}]

set non_clock_inputs [all_inputs -no_clocks]
set_input_delay [expr $clk_period * $clk_io_pct] -clock clk0 $non_clock_inputs
set_output_delay [expr $clk_period * $clk_io_pct] -clock clk0 [all_outputs]
==> results.json <==
{
  "status": "stopped before the end",
  "stop_stage": "global routing (5_1_grt)",
  "tool.error": "[ERROR GRT-0116] Global routing finished with congestion. Check the congestion regions in the DRC Viewer.",
  "die_h_um": 118,
  "h-tree-depth": 1,
  "ys_ff": 12,
  "grt_max_degree": 25,
  "ys.flop_type": "dfrtp_1",
  "worst_endpoint": "seg1[3]$_DFF_PP0_/D",
  "floorplan.core_util": 0.288,
  "max-clock-path-buffers": 2,
  "worstEpCategory": "register input",
  "syn_inst": 369,
  "port-buffer-count": 23,
  "synthDistinctLibCells": 85,
  "cts_made_buffers": 3,
  "yosysTopAreaCell": "dfrtp_1",
  "num_rows": 35,
  "netlist_top_cells_area": "dfrtp_1 11%, o21ai_0 5.6%, nor2_1 5.2%",
  "ys_cells": 369,
  "synth_area_um2": 2670,
  "cts.sinks": 12,
  "die_x_um": 118,
  "avgSynthCellArea_um2": 7.24,
  "cts-root-buf": "clkbuf_8",
  "yosysTopAreaCellShare": 0.112,
  "top_cell": "nor2_1",
  "postCtsHoldBufs": 0,
  "synth_seq_share": 0.112,
  "ys_top_cells_by_count": "37 x nor2_1, 36 x nand2_1, 30 x o21ai_0",
  "ys_warn_count": 1,
  "place_inst": 631,
  "place_congestion": 0.945,
  "dp_hpwl_um": 6760,
  "async_flop_share": 1.00,
  "edf_count": 0,
  "synth_chip_area_um2": 2670,
  "ios": 24
}
==> logic make-up after synthesis <==
kind of cell	Yosys count	synth area share
xor+xnor	17	0.0656
fa+ha+maj	12	0.0520
compound gates	136	0.376
simple gates	140	0.269
flops	12	0.112
mux	8	0.0309
buf+inv	44	0.0937
==> per-stage QoR <==
step	setup slack (ns)	util	hold slack, ns	TNS, ns	area [µm²]
after floorplan	-4.51	-	0.0647	-29.49	2840
after global placement	-4.90	0.436	0.414	-36.77	4050
after detailed placement	-4.94	0.436	0.406	-37.01	4050
after CTS	-4.13	0.502	0.161	-33.15	4660
==> timing repair <==
action                     CTS
setup endpoints to repair   23
gates resized               89
pin swaps                   45
setup buffers               54
